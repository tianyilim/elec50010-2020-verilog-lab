<file path="./design.v">
module multiplier_iterative(
    input clk,
    input logic valid_in,
    input logic[31:0] a,
    input logic[31:0] b,
    output logic valid_out,
    output logic[63:0] r
);
    logic[31:0] mp, mp_next;     
    logic[63:0] mc, mc_next;     
    logic[63:0] acc, acc_next;
    logic[5:0] i, i_next;
    always @(*) begin
        if (valid_in == 1) begin
            mp_next = a;
            mc_next = b;
            acc_next = 0;
            i_next = 0;
        end
        else if (i != 32) begin
            acc_next = acc + ( mp[0] ? mc : 0 );
            mp_next = mp>>1;     
            mc_next = mc<<1;     
            i_next = i + 1;
        end
    end
    always_ff @(posedge clk) begin
        mp <= mp_next;
        mc <= mc_next;
        acc <= acc_next;
        i <= i_next;
        if (i_next==32) begin
            r <= acc_next;
            valid_out <= 1;
        end
        else begin
            valid_out <= 0;
        end
    end
endmodule
</file>
<file path="./run.sh">
#!/bin/bash
# OpenROAD 26Q1-2900-gdf79404cd8, Yosys 0.63+post, stock flow scripts
make -C /OpenROAD-flow-scripts/flow DESIGN_CONFIG=/design/flow/config.mk WORK_HOME=/design/flow/orfs finish
</file>
<file path="./config.mk">
export PLATFORM = sky130hd
export DESIGN_NAME = multiplier_iterative
export DESIGN_NICKNAME = multiplier_iterative
export VERILOG_FILES = /design/flow/design.v
export SDC_FILE = /design/flow/constraint.sdc
export NUM_CORES = 4
export LEC_CHECK = 1
export CORE_UTILIZATION = 50
</file>
<file path="./constraint.sdc">
current_design multiplier_iterative

set clk_period 1.0
set clk_io_pct 0.2

create_clock -name clk0 -period $clk_period [get_ports {clk}]

set non_clock_inputs [all_inputs -no_clocks]
set_input_delay [expr $clk_period * $clk_io_pct] -clock clk0 $non_clock_inputs
set_output_delay [expr $clk_period * $clk_io_pct] -clock clk0 [all_outputs]
</file>
==> impl_metrics.env <==
# yosys + openroad results
export IMPL_grt_max_degree=167
export IMPL_warning_count=32
export IMPL_postLayoutSetupSlackWorst_ps=-229
export IMPL_fp_util_pct=50.8
export IMPL_synth_cell_types=58
export IMPL_postCtsSetupBuffers=0
export IMPL_drcViolationCount=0
export IMPL_lay_top_count="dfxtp_1"
export IMPL_grt_overflow_total=0
export IMPL_worstPathArrival_ps=1030
export IMPL_crit_path_top_delay_cell="edfxtp_1"
export IMPL_cp_slowest_stage_delay_ps=380
export IMPL_grt_usage_pct=21.1
export IMPL_violations="setup timing"
export IMPL_top_cells_by_area="dfxtp_1 25%, dlxtn_1 19%, edfxtp_1 15%, ha_1 6.2%, mux2_2 5.5%"
export IMPL_crit_family="flip-flops"
export IMPL_clock_path_buffers=3
export IMPL_hold_class="flip-flop to primary output"
export IMPL_drive_above_1_share_pct=14.0
export IMPL_synth_edff_count=64
export IMPL_wl_per_cell_um=15.8
export IMPL_clockRootBuffer="clkbuf_16"
export IMPL_path_class="flip-flop to primary output"
export IMPL_fmax_mhz=814
export IMPL_die_area_um2=27100
export IMPL_max_slew_margin_pct=46.2
export IMPL_io_pins=131
export IMPL_yosys_warnings=1
export IMPL_aoi_share_pct=10.5
export IMPL_drv_cap=0
export IMPL_yosys_stat_chipArea_um2=13200
export IMPL_leakage_nw=6.59
export IMPL_worst_path_buf_inv=1
export IMPL_yosys_cells=1211
export IMPL_core_area_um2=26000
export IMPL_die_w_um=165
export IMPL_top_area_share_pct=25.3
export IMPL_cts_tree="yes"
export IMPL_dr_pass1_iters=5
export IMPL_wirelength_mm=26.7
export IMPL_most_common_layout_cells="167 x dfxtp_1, 166 x dlxtn_1, 89 x nor2_1"
export IMPL_finalClockPeriodUsage_pct=123
export IMPL_untimed_endpoints=461
export IMPL_cp_end_kind="primary output"
export IMPL_final_hold_viol_count=0
export IMPL_vias=8775
export IMPL_rsz0062_at_grt="yes"
export IMPL_area_delta_synth_final_pct=16.6
export IMPL_synth_simple_area_share_pct=13.3
export IMPL_finalSetupViolCount=65
export IMPL_post_route_min_period_ps=1230
export IMPL_crit_fanout=1
export IMPL_p_per_area_nw_per_um2=1280
export IMPL_async_flop_share_pct=0
export IMPL_ys_flops=397
export IMPL_avgSynthCellArea_um2=10.9
export IMPL_fin_util_pct=59.2
export IMPL_dominantRegCellSynth="dfxtp_1"
export IMPL_grt_antenna_before_repair=2
export IMPL_hpwl_mm=18.3
export IMPL_top_area_cell="dfxtp_1"
export IMPL_first_iter_violations=444
export IMPL_place_congestion=0.936
export IMPL_unclocked_pins=166
export IMPL_synthXorXnorAreaFrac_pct=3.78
export IMPL_viasPerCell=5.19
export IMPL_die_h_um=165
export IMPL_crit_path_start_kind="flip-flop"
export IMPL_drv_slew=0
export IMPL_num_rows=59
export IMPL_critPathRequiredTime_ps=800
export IMPL_grt_pass1_wl_mm=43.2
export IMPL_adder_share_pct=6.31
export IMPL_synthMuxAreaShare_pct=5.54
export IMPL_peakVddDrop_mv=1.38
export IMPL_clk_pin_slew_ps=60
export IMPL_grt_pass1_vias=8403
export IMPL_worstPathCellList="buf_2"
export IMPL_drtAntennaViolNets=0
export IMPL_top_logic_kind="simple AND/OR/NAND/NOR gates"
export IMPL_port_buffer_count=130
export IMPL_synth_area_um2=13200
export IMPL_htree_num_levels=1
export IMPL_power_mw=19.7
export IMPL_status="complete, but fails checks"
export IMPL_ctsHoldBuffers=0
export IMPL_cts_buffers=26
export IMPL_netlist_instances=1211
export IMPL_worst_pin_slew_ps=806
## report_power, final
part,leakage (nW),internal (mW),switching (mW)
Combinational,2.91,0.364,0.189
Clock,0.409,5.63,3.89
Sequential,3.27,9.60,0.00000000435
Total,6.59,15.6,4.08
## kinds of logic (layout without fill, tap and decap cells)
| family | Yosys count | after routing |
|---|---|---|
| fa+ha+maj | 66 | 66 |
| latches | 166 | 166 |
| buf+inv | 64 | 207 |
| other cells | 0 | 3 |
| compound gates | 222 | 222 |
| mux | 65 | 65 |
| flops | 231 | 231 |
| simple gates | 340 | 340 |
| xor+xnor | 57 | 57 |
## area by class of cell
type                            instances  area, um^2
Multi-Input combinational cell        750        5220
Inverter                               21        78.8
Tap cell                              335         419
Antenna cell                            3        7.51
Fill cell                            2223       10600
Sequential cell                       397        7760
Clock inverter                         18         188
Timing Repair Buffer                  138        1050
Clock buffer                           30         676
## routing by layer
metal	up-vias	global-route usage [%]	wire length, um	part of all wire, %
met5	-	0	0	0
met4	0	3.63	527	2.0
met3	36	5.10	1720	6.5
met2	195	30.2	11000	41
met1	4075	34.5	13400	50
li1	4469	-	-	-
## state kept, by name (all words and copies together), names as in the netlist
signal and flops:
mc_next 64, mc 64, acc_next 64, acc 64, mp_next 32, valid_out 1, i_next 6, i 6
r 64, mp 32
## path summary, 6_finish.rpt
| kind | depth (start not counted) | start | to |
|---|---|---|---|
| worst min-delay path | 1 | valid_out$_DFF_P_ | valid_out |
| worst max-delay path | 1 | r[3]$_DFFE_PP_ | r[3] |
## Yosys cell counts (18+ instances only)
cell type / number
dfxtp_1: 167
dlxtn_1: 166
nor2_1: 89
a21oi_1: 79
and2_1: 71
ha_1: 65
edfxtp_1: 64
mux2_2: 64
nand2_1: 58
nor2b_1: 42
o21ai_0: 41
clkbuf_1: 40
xnor2_1: 33
a21o_1: 27
xor2_1: 24
inv_1: 21
nand4_1: 21
o21bai_1: 18
## stage by stage
step | instances | setup slack [ps] | hold WS, ps | instance area (um^2) | TNS (ps)
CTS | 1689 | -261 | 1150 | 15400 | -15140
detailed placement | 1641 | 21.8 | 858 | 14800 | 0
global placement | 1641 | 35.2 | 857 | 14800 | 0
global route | 1689 | -291 | 1160 | 15400 | -16340
floorplan | 1211 | 501 | 458 | 13200 | 0
finish | 1692 | -229 | 1110 | 15400 | -12680
## timing repair
item / 4_1_cts / 5_1_grt
gates resized: 195 / 0
endpoints found under the setup margin: 65 / 65
cloned: 0 / 0
Power figures rest on the tool's default switching activity, not on a simulated workload.
